===== run.sh =====
#!/bin/bash
# OpenROAD 26Q1-2900-gdf79404cd8, Yosys 0.63+post, stock flow scripts
make -C /OpenROAD-flow-scripts/flow DESIGN_CONFIG=/design/flow/config.mk WORK_HOME=/design/flow/orfs finish

===== config.mk =====
export PLATFORM = sky130hd
export DESIGN_NAME = stopwatch
export DESIGN_NICKNAME = stopwatch
export VERILOG_FILES = /design/flow/design.v
export SDC_FILE = /design/flow/constraint.sdc
export NUM_CORES = 4
export LEC_CHECK = 1
export CORE_UTILIZATION = 30

===== constraint.sdc =====
current_design stopwatch

set clk_period 4.5
set clk_io_pct 0.2

create_clock -name clk0 -period $clk_period [get_ports {clk}]

set non_clock_inputs [all_inputs -no_clocks]
set_input_delay [expr $clk_period * $clk_io_pct] -clock clk0 $non_clock_inputs
set_output_delay [expr $clk_period * $clk_io_pct] -clock clk0 [all_outputs]

===== design.v =====
`timescale 1ns / 1ps
module BCD_counter (
    input clk,
    input reset_n,
    input enable,
    input [3:0]max,
    output done,
    output [3:0] Q
    );
    reg [3:0] Q_reg, Q_next;
    always @(posedge clk, negedge reset_n)
    begin
        if (~reset_n)
            Q_reg <= 'b0;
        else if(enable)
            Q_reg <= Q_next;
        else
            Q_reg <= Q_reg;
    end
    assign done = Q_reg == max;
    always @(*)
        Q_next = done? 'b0: Q_reg + 1;
    assign Q = Q_reg;
endmodule
`timescale 1ns / 1ps
module button(
    input clk,
    input in,
    output out
    );
    localparam N = 3;
    reg [N - 1:0] Q_reg, Q_next;
    always @(posedge clk)
    begin
        Q_reg <= Q_next;
    end
    always @(Q_reg, in)
    begin
        Q_next = {in, Q_reg[N - 1:1]};
    end
    assign out = (&Q_reg[N - 1:1]) & ~Q_reg[0];
endmodule
`timescale 1ns / 1ps
module decoder_generic               
    #(parameter N = 3)(
    input [N - 1:0] w,
    input en,
    output reg [0:2 ** N - 1] y      
    );
    always @(w, en)
    begin
        y = 'b0;
        if (en)
            y[w] = 1'b1; 
        else
            y = 'b0;
    end
endmodule
`timescale 1ns / 1ps
module hex2sseg(
    input [3:0] hex,
    output reg [6:0] sseg  
    );
    always @(hex)
        case(hex)  
            0: sseg = 7'b1000000;
            1: sseg = 7'b1111001;            
            2: sseg = 7'b0100100;             
            3: sseg = 7'b0110000;              
            4: sseg = 7'b0011001;             
            5: sseg = 7'b0010010;             
            6: sseg = 7'b0000010;             
            7: sseg = 7'b1111000;             
            8: sseg = 7'b0000000;             
            9: sseg = 7'b0010000;             
            10: sseg = 7'b0001000;             
            11: sseg = 7'b0000011;             
            12: sseg = 7'b1000110;             
            13: sseg = 7'b0100001;             
            14: sseg = 7'b0000110;             
            15: sseg = 7'b0001110;             
        endcase
endmodule
`timescale 1ns / 1ps
module multi_decade_counter (
    input clk,
    input reset_n,
    input enable,
    input [3:0] max0, max1, max2,
    output done,  
    output [3:0] ones, tens, hundreds
    );
    wire done0, done1, done2;
    wire a0, a1, a2;
    BCD_counter D0(
        .clk(clk),
        .reset_n(reset_n),
        .enable(enable),
        .max(max0),
        .done(done0),
        .Q(ones)
    );
    assign a0 = enable & done0;
    BCD_counter D1(
        .clk(clk),
        .reset_n(reset_n),
        .enable(a0),
        .max(max1),
        .done(done1),
        .Q(tens)
    );
    assign a1 = a0 & done1;
    BCD_counter D2(
        .clk(clk),
        .reset_n(reset_n),
        .enable(a1),
        .max(max2),
        .done(done2),
        .Q(hundreds)
    );    
    assign a2 = a1 & done2;
    assign done = a2;
endmodule
`timescale 1ns / 1ps
module mux_8x1_6bit(
    input [2:0]sel,
    input [5:0]I7,
    input [5:0]I6,
    input [5:0]I5,
    input [5:0]I4,
    input [5:0]I3,
    input [5:0]I2,
    input [5:0]I1,
    input [5:0]I0,
    output reg[5:0]D_out
    );
    always @(I0, I1, I2, I3, I4, I5, I6, I7, sel)
    begin
        case(sel)
        3'b000: D_out = I7;
        3'b001: D_out = I6;
        3'b010: D_out = I5;
        3'b011: D_out = I4;
        3'b100: D_out = I3;
        3'b101: D_out = I2;
        3'b110: D_out = I1;
        3'b111: D_out = I0;
	default: D_out = I7;
        endcase
    end
endmodule
`timescale 1ns / 1ps
module slower_clk
    #(parameter FINAL_VALUE = 500_000)(
    input clk,
    input reset_n,
    output reg out
    );
    reg [26:0] Q_reg;  
    always @ (posedge clk)
    begin
	   if (reset_n)
	   begin
           Q_reg = 0;
		   out = 0;
	   end
	   else
       begin
	       Q_reg = Q_reg +1;
	       if (Q_reg == FINAL_VALUE) 
	       begin
	           out = ~out;
		       Q_reg = 0;
	       end
        end
   end
endmodule
`timescale 1ns / 1ps
module sseg_driver(
    input clk,
    input [5:0]I7,
    input [5:0]I6,
    input [5:0]I5,
    input [5:0]I4,
    input [5:0]I3,
    input [5:0]I2,
    input [5:0]I1,
    input [5:0]I0,
    output [0:7]AN,
    output [6:0]sseg,
    output DP
    );
    wire done;
    wire [2:0]Q;
    wire [5:0]D_out;
    wire [0:7]y;
    timer_input TI0(
        .clk(clk),
        .reset_n(1),
        .enable(1),
        .FINAL_VALUE(8'b1111_1111),
        .done(done)
    );
    udl_counter UC0(
        .clk(clk),
        .reset_n(1),
        .enable(done),
        .up(1),
        .load(0),
        .D('b0),
        .Q(Q)
    );
    mux_8x1_6bit MU0(
        .sel(Q),
        .I7(I7),
        .I6(I6),
        .I5(I5),
        .I4(I4),
        .I3(I3),
        .I2(I2),
        .I1(I1),
        .I0(I0),
        .D_out(D_out)
    );
    decoder_generic DG0(
        .w(Q),
        .en(D_out[5]),
        .y(y)
    );
    hex2sseg H2S0(
        .hex(D_out[4:1]),
        .sseg(sseg)
    );
    assign DP = D_out[0];
    assign AN = ~y;
endmodule
`timescale 1ns / 1ps
module stopwatch(
    input clk,
    input start,
    input reset_n,
    output [0:7]AN,
    output [6:0]sseg,
    output DP
    );
    wire start1;
    wire reset_n1;
    wire slow_clk;
    wire [3:0]f0;
    wire [3:0]f1;
    wire [3:0]s0;
    wire [3:0]s1;
    wire [3:0]m0;
    wire [3:0]m1;
    wire done0;
    wire done1;
    reg en = 0;
    button B0(
        .clk(clk),
        .in(start),
        .out(start1)
    );
    button B1(
        .clk(clk),
        .in(reset_n),
        .out(reset_n1)
    );
    always @(posedge start1)
    begin
        en = ~en;
    end
    slower_clk SC0(
        .clk(clk),
        .reset_n(reset_n1),
        .out(slow_clk)
    );
    multi_decade_counter MDC0(
        .clk(slow_clk),
        .reset_n(~reset_n1),
        .enable(en),
        .max0(9),
        .max1(9),
        .max2(9),
        .done(done0),
        .ones(f0),
        .tens(f1),
        .hundreds(s0)
    );    
    multi_decade_counter MDC1(
        .clk(slow_clk),
        .reset_n(~reset_n1),
        .enable(done0),
        .max0(5),
        .max1(9),
        .max2(5),
        .done(done1),
        .ones(s1),
        .tens(m0),
        .hundreds(m1)
    );
    sseg_driver SD0(
        .clk(clk),
        .I7({1'b1, f0, 1'b1}),
        .I6({1'b1, f1, 1'b1}),
        .I5({1'b1, s0, 1'b0}),
        .I4({1'b1, s1, 1'b1}),
        .I3({1'b1, m0, 1'b0}),
        .I2({1'b1, m1, 1'b1}),
        .I1({1'b0, 4'b0000, 1'b1}),
        .I0({1'b0, 4'b0000, 1'b1}),
        .AN(AN),
        .sseg(sseg),
        .DP(DP)
    );
endmodule
`timescale 1ns / 1ps
module timer_input
    #(parameter BITS = 8)(
    input clk,
    input reset_n,
    input enable,
    input [BITS - 1:0] FINAL_VALUE,
    output done
    );
    reg [BITS - 1:0] Q_reg, Q_next;
    always @(posedge clk, negedge reset_n)
    begin
        if (~reset_n)
            Q_reg <= 'b0;
        else if(enable)
            Q_reg <= Q_next;
        else
            Q_reg <= Q_reg;
    end
    assign done = Q_reg == FINAL_VALUE;
    always @(*)
        Q_next = done ? 'b0 : Q_reg + 1;
endmodule
`timescale 1ns / 1ps
module udl_counter
    #(parameter BITS = 3)(
    input clk,
    input reset_n,
    input enable,
    input up,  
    input load,
    input [BITS - 1:0] D,
    output [BITS - 1:0] Q
    );
    reg [BITS - 1:0] Q_reg, Q_next;
    always @(posedge clk, negedge reset_n)
    begin
        if (~reset_n)
            Q_reg <= 'b0;
        else if(enable)
            Q_reg <= Q_next;
        else
            Q_reg <= Q_reg;
    end
    always @(Q_reg, up, load, D)
    begin
        Q_next = Q_reg;
        casex({load,up})
            2'b00: Q_next = Q_reg - 1;
            2'b01: Q_next = Q_reg + 1;
            2'b1x: Q_next = D;
            default: Q_next = Q_reg;
        endcase
    end
    assign Q = Q_reg;
endmodule

==> run summary <==
Here are the numbers from the latest Yosys + OpenROAD run.

The worst setup path is of the reg2out kind. The number of slew-limit violations in the final report came out at 0. The final instance area is 4250 um^2. The tree is rooted in a sky130_fd_sc_hd__clkbuf_16. Across all stage logs, warnings added up to 33. The standard cell area after detailed placement is between 4000 and 5000 um^2.

In the global route stage, met3 resource usage came out at between 1 and 1.5%. The maximum net fanout on the critical path came out at 11. The area used by multi-input combinational logic is between 2000 and 2500 um^2. The class of the most critical hold timing path is reg2reg. The leakage power in the latest report is roughly 1.7 nW. The number of buffers inserted for hold repair after clock tree synthesis is 0.

The number of buffers on the longest clock path came out at 2. Antenna repair during routing inserted a diode count of 0. The floorplan step defined a core boundary enclosing 12,200 um^2. Dividing total power by cell area gives a power density of about 210 nW/um^2. The worst setup path is launched from a register. The arrival time of data at the critical path endpoint came out at around 3.3 ns. The number of cells on the worst reg-to-reg path is 8. The die is ~110 um wide. The routability-driven placement congestion ratio came out at about 0.84. The count of unique library cells instantiated by Yosys is 61. The number of unconstrained endpoints is 25. The number of cells in the yosys synthesis report came out at between 400 and 500. Nets still carrying antenna violations after routing amount to 0. The total global routing overflow is 0. The via-per-instance ratio came out at between 4 and 5. For met1 alone, demand over resource in global routing was between 10% and 20%. The fraction of synthesis flops using an asynchronous set or reset pin is 34.3%. The share of synthesized area occupied by flip-flops and latches is between 40% and 50%. Across the whole layout, storage elements account for approximately 1600 um^2.

The final non-filler cell total is 603. The tool flagged a number of max-cap violations equal to 0. The highest achievable clock rate came out at ~240 MHz.

The number of buffers inserted during clock tree synthesis is 5. The row count is 40. The first global-routing pass estimated 12,200 um of wire. The die area came out at around 13,000 um^2. The later-pin clock latency in the skew report is between 0.2 and 0.3 ns. The number of synthesized register bits is roughly 70. The utilization after layout is between 30% and 40%. Yosys reports that the most numerous cell types are sky130_fd_sc_hd__nor2_1 (45), sky130_fd_sc_hd__dfxtp_1 (43), sky130_fd_sc_hd__nand2_1 (40). The synthesized area divided by synthesized cell count is roughly 9.0 um^2. The area fraction of the dominant cell type after synthesis is a little under a quarter. The fraction of layout cells with a size suffix above 1 is about 6.9%. By area the synthesized netlist is led by sky130_fd_sc_hd__dfxtp_1 (23%), sky130_fd_sc_hd__dfrtp_1 (16%), sky130_fd_sc_hd__xnor2_1 (5.1%), sky130_fd_sc_hd__nor2_1 (4.5%), sky130_fd_sc_hd__ha_1 (4.3%).

The busiest layer in global routing is met2. The clock-pin slew on the worst setup and hold paths is about 0.06 ns. Counting I/O delays and the setup requirement, the final critical path takes between 4 and 5 ns. The pin closest to its max-slew limit shows a slew of a little under 0.8 ns. The count of flip-flops with a built-in enable after synthesis came out at 3. The via count of the first global-routing pass was roughly 2,700. The overall track demand over capacity in global routing is ~12%.

The commonest register cell is sky130_fd_sc_hd__dfxtp_1. The gate count after technology mapping came out at 421. The I/O pin count came out at 19.

Setup repair after global routing left no endpoint under its margin. Across all checked pins, the minimum headroom to the slew limit is between 40% and 50%. The final period utilization is between 90% and 100%.

Sorting the Yosys area breakdown by cell type puts at the top sky130_fd_sc_hd__dfxtp_1. TritonCTS built the clock tree. The register with the most flip-flops in the layout has 27 of them.

TritonRoute output was used to compute an average wire per cell of roughly 11 um. The count of unclocked register or latch pins came out at 25. The final-layout fill cell count is about 1,200. The DRC marker count from the first detailed-route iteration came out at roughly 140.

The number of hold violations in the final report came out at 0. The number of detailed-route iterations in the first pass is 4. The netlist area before placement is around 3800 um^2. The initial antenna violation count is 0. The number of H-tree branching levels came out at 2. The final timing report lists clock skew as around 0.0047 ns. The count of buffers inserted at the top-level ports came out at 17.

The data required time of the critical path came out at 3.60 ns. The Yosys step of the flow raised 17 warnings. The maximum number of pins on one net before global-route repair came out at 28. The sum of routed wire length over all layers came out at between 6000 and 7000 um. The routing usage on met2 is between 10% and 20%.

The total setup buffers inserted after CTS is 0. The detailed-placement wirelength estimate is 5120 um. The cell depth of the worst hold path came out at 0. The DRC violations left came out at 0. The number of cells in the design after placement is slightly below 600.

The initial utilization of the core area, before any placement, comes to 31.1%. The die is approximately 110 um tall. The number of gates given a new drive strength after cts is 0. The overall power is 876 uW. The total via count after detailed routing is between 2,000 and 3,000. The post-synthesis to final-layout area growth is 12.2%. The area figure in the yosys stat output is 3790 um^2.

The most common cell in the synthesized netlist is sky130_fd_sc_hd__nor2_1. The endpoint class of the critical path is a primary output. After routing, the total negative slack on setup checks comes to 0 ns. The run finished with clean final reports. The number of setup violations in the final report came out at 0. The worst-case IR drop observed on VDD is between 0.2 and 0.3 mV.
routing by layer:
layer | up-vias | wire length, um | share of wire [%]
met1 | 1354 | 3520 | 52
met4 | 0 | 99 | 1.4
met5 | - | 0 | 0
met3 | 5 | 162 | 2.4
li1 | 1488 | - | -
met2 | 36 | 3050 | 45
report_power, final:
group	total (mW)	leakage, nW	internal, mW	switching (mW)
clock	0.344	0.0652	0.206	0.137
combinational	0.0713	0.901	0.0338	0.0375
sequential	0.461	0.703	0.426	0.0355
total	0.876	1.67	0.666	0.210
layout by cell type, fill, tap and decap left out, types with 7 or more instances in the layout:
cell type                         count
sky130_fd_sc_hd__a21oi_1             12
sky130_fd_sc_hd__and3_1               8
sky130_fd_sc_hd__clkdlybuf4s50_1     17
sky130_fd_sc_hd__dfrtp_1             24
sky130_fd_sc_hd__dfxtp_1             43
sky130_fd_sc_hd__ha_1                13
sky130_fd_sc_hd__inv_1               20
sky130_fd_sc_hd__mux2i_1              7
sky130_fd_sc_hd__nand2_1             40
sky130_fd_sc_hd__nand3_1             22
sky130_fd_sc_hd__nand4_1              7
sky130_fd_sc_hd__nor2_1              45
sky130_fd_sc_hd__nor2b_1             14
sky130_fd_sc_hd__nor3_1               8
sky130_fd_sc_hd__nor4_1               7
sky130_fd_sc_hd__o21ai_0             22
sky130_fd_sc_hd__xnor2_1             22
sky130_fd_sc_hd__xor2_1              16
through the flow:
step / hold WS [ns] / setup slack, ns
after global routing: 0.358 / 0.0363
after floorplan: 0.331 / 1.13
after CTS: 0.354 / 0.187
after detailed placement: 0.338 / 0.498
final: 0.350 / 0.263
after global placement: 0.334 / 0.580
logic make-up (layout without fill, tap and decap cells):
logic type | Yosys count | after routing | share of synthesized area, %
AOI/OAI and AO/OA | 66 | 66 | 11.9
xor gates and xnor gates | 38 | 38 | 8.79
adders and majority gates | 13 | 13 | 4.29
buffers and inverters | 34 | 48 | 4.29
DFF | 70 | 70 | 41.0
muxes | 10 | 10 | 3.01
other | 1 | 1 | 0.0990
and+or+nand+nor | 189 | 189 | 26.7
final timing paths:
kind                                  startpoint       endpoint  slack [ns]
worst max-delay path            SD0.UC0.Q_reg[2]        sseg[3]        0.26
worst min-delay path                 B1.Q_reg[1]    B1.Q_reg[0]        0.35
worst max register to register      SC0.Q_reg[0]  SC0.Q_reg[25]        1.67
worst min register to register       B1.Q_reg[1]    B1.Q_reg[0]        0.35
critical path: stages (launching register included):
cell                              delay, ns
sky130_fd_sc_hd__edfxtp_1              0.53
sky130_fd_sc_hd__inv_1                 0.15
sky130_fd_sc_hd__ha_1                  0.29
sky130_fd_sc_hd__nor2_1                0.15
sky130_fd_sc_hd__o21a_1                0.30
sky130_fd_sc_hd__mux2i_2               0.41
sky130_fd_sc_hd__inv_1                 0.12
sky130_fd_sc_hd__ha_1                  0.24
sky130_fd_sc_hd__mux4_2                0.45
sky130_fd_sc_hd__clkdlybuf4s50_1       0.41
area by class of cell:
class,instances,area share (%)
Timing Repair Buffer,20,4.53
Tap cell,168,4.95
Inverter,20,1.77
Multi-Input combinational cell,317,49.0
Sequential cell,70,36.5
Clock buffer,8,3.21
Power and IR drop assume default switching activity.
